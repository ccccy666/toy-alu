==> /design/flow/design.v <==
module Add
(
	input [31:0]a,
	input [31:0]b,
	input C_in,
	output reg [31:0]sum
);
wire [3:0]G;
wire [3:0]P;
assign G[3:2]=2'b00;
assign P[3:2]=2'b00;
wire C_16;
wire [31:0] F;
always @(*) begin
	 sum <= F;
end 
Add16_head add16_1(.a(a[15:0]),.b(b[15:0]),.C_in(1'b0),.F(F[15:0]),.Gm(G[0]),.Pm(P[0]));
assign C_16=G[0]|P[0]&C_in;
Add16_head add16_2(.a(a[31:16]),.b(b[31:16]),.C_in(C_16),.F(F[31:16]),.Gm(G[1]),.Pm(P[1]));
endmodule
 module Add16_head
 (
	input [15:0]a,
	input [15:0]b,
	input C_in,
	output [15:0] F,
	output Gm,
	output Pm
 );
 wire [3:0]G;
 wire [3:0]P;
 wire [4:1]C;
 Add4_head A0(.a(a[3:0]),.b(b[3:0]),.C_in(C_in),.F(F[3:0]),.Gm(G[0]),.Pm(P[0])); 
 Add4_head A1(.a(a[7:4]),.b(b[7:4]),.C_in(C[1]),.F(F[7:4]),.Gm(G[1]),.Pm(P[1])); 
 Add4_head A3(.a(a[11:8]),.b(b[11:8]),.C_in(C[2]),.F(F[11:8]),.Gm(G[2]),.Pm(P[2]));
 Add4_head A4(.a(a[15:12]),.b(b[15:12]),.C_in(C[3]),.F(F[15:12]),.Gm(G[3]),.Pm(P[3]));
 CLA_4 AAt(.P(P),.G(G),.C_in(C_in),.Ci(C),.Gm(Gm),.Pm(Pm));
 endmodule
module Add4_head
(
	input [3:0]a,
	input [3:0]b,
	input C_in,
	output [3:0]F,
	output Gm,
	output Pm
);
	wire [3:0] G;
	wire [3:0] P;
	wire [4:1] C;
   Add1 u1(.a(a[0]),.b(b[0]),.C_in(C_in),.f(F[0]),.g(G[0]),.p(P[0])); 
   Add1 u2(.a(a[1]),.b(b[1]),.C_in(C[1]),.f(F[1]),.g(G[1]),.p(P[1])); 
   Add1 u3(.a(a[2]),.b(b[2]),.C_in(C[2]),.f(F[2]),.g(G[2]),.p(P[2]));
   Add1 u4(.a(a[3]),.b(b[3]),.C_in(C[3]),.f(F[3]),.g(G[3]),.p(P[3]));
  CLA_4 uut(.P(P),.G(G),.C_in(C_in),.Ci(C),.Gm(Gm),.Pm(Pm)); 
 endmodule
module CLA_4(
	input [3:0]P,
	input [3:0]G,
	input C_in, 
	output [4:1]Ci,
	output Gm,
	output Pm
);
assign Ci[1]=G[0]|P[0]&C_in;
assign Ci[2]=G[1]|P[1]&G[0]|P[1]&P[0]&C_in;
assign Ci[3]=G[2]|P[2]&G[1]|P[2]&P[1]&G[0]|P[2]&P[1]&P[0]&C_in;
assign Ci[4]=G[3]|P[3]&G[2]|P[3]&P[2]&G[1]|P[3]&P[2]&P[1]&G[0]|P[3]&P[2]&P[1]&P[0]&C_in;
assign Gm=G[3]|P[3]&G[2]|P[3]&P[2]&G[1]|P[3]&P[2]&P[1]&G[0]; 
assign Pm=P[3]&P[2]&P[1]&P[0];
endmodule
module Add1
(
	input a,
	input b,
	input C_in,
	output f,
	output g,
	output p
);
assign f=a^b^C_in;
assign g=a&b;
assign p=a|b;
endmodule
==> /design/flow/run.sh <==
#!/bin/bash
# OpenROAD 26Q1-2900-gdf79404cd8, Yosys 0.63+post, stock flow scripts
make -C /OpenROAD-flow-scripts/flow DESIGN_CONFIG=/design/flow/config.mk WORK_HOME=/design/flow/orfs finish
==> /design/flow/config.mk <==
export PLATFORM = sky130hd
export DESIGN_NAME = Add
export DESIGN_NICKNAME = Add
export VERILOG_FILES = /design/flow/design.v
export SDC_FILE = /design/flow/constraint.sdc
export NUM_CORES = 4
export LEC_CHECK = 1
export CORE_AREA = 10 10 102 102
export DIE_AREA = 0 0 112 112
==> /design/flow/constraint.sdc <==
current_design Add

set clk_period 10.5
set clk_io_pct 0.2

create_clock -name clk0 -period $clk_period

set non_clock_inputs [all_inputs -no_clocks]
set_input_delay [expr $clk_period * $clk_io_pct] -clock clk0 $non_clock_inputs
set_output_delay [expr $clk_period * $clk_io_pct] -clock clk0 [all_outputs]
==> deck_impl_summary.md <==
Synthesis and Place & Route Summary

Run status
  • Status: finished, final reports clean

Cells and area
  • Synth-to-layout area growth: 36.4%
  • Logic area: 1770 µm²
  • FILL cells: 843
  • Flops: 0
  • Layout clock buffer count: 0
  • Share of cells above drive strength 1: 0.0180
  • Top Layout Cells: 97 x clkdlybuf4s50_1, 95 x inv_1, 62 x ha_1, 19 x a21oi_1, 16 x xnor2_1
  • Reg area: 0 µm²
  • Most used logic cell in the final layout: clkdlybuf4s50_1
  • Layout Utilization: 0.393

Clock tree
  • Hold Buf Count CTS: 0
  • Buffer count from post-CTS setup fixing: 0
  • Post-CTS Resized: 0

Die
  • Rows: 33
  • Die H: 112 µm
  • IO Count: 97
  • Die area: 12500 µm²
  • Die width: 112 µm
  • Core ar.: 8220 µm²
  • Pre-Place Util: 0.288

Pwr
  • Power share of the clock group: 0
  • Combinational share of power: 1.000
  • Sw power: 0.0000593 W
  • Sw frac: 0.361
  • Static leakage: 1.66 nW
  • Pwr Density: 50.8 nW/µm²
  • Reg power frac: 0
  • Int Pwr: 0.000105 W
  • Worst vdd ir: 0.0183 mV

Synthesis
  • Yosys warnings: 1
  • Area leader share: 0.327
  • Unique cell types: 44
  • Synthesis area per yosys: 2370 µm²
  • Synth Seq Share: 0
  • Top post-synthesis cells by area: ha_1 33%, inv_1 15%, buf_4 10%, fa_1 6.8%, xnor2_1 5.9%
  • Mapped Area: 2370 µm²
  • # Cells Yosys: 323
  • Syn avg cell area: 7.34 µm²
  • Synth area leader: ha_1
  • Syn Inst Count: 323

Final timing
  • Sum Neg Setup Slack: 0 ps
  • Hold Vio Cnt, Final: 0
  • Least-Margin Pin Slew: 693 ps
  • Hold WS: 5260 ps
  • Final period utilization: 0.721
  • Max_slew headroom: 0.534
  • Final Max Slew Viols: 0
  • Final Setup Violations: 0
  • Max Fclk: 132 MHz
  • Crit path time final: 7570 ps
  • RSZ-0062 raised after global routing: false

Worst hold path
  • WHS Endpoint: sum[0]
  • HP Class: in -> out
  • Hold depth: 4
  • Hold path startpoint: b[0]

Route
  • # DRC: 0
  • Total number of vias: 2075
  • Drt pass-1 iters: 4
  • Diode count: 0
  • Antenna Nets Post-Route: 0
  • DR iter-0 viols: 36
  • Via-per-instance ratio: 4.21
  • Wire per inst: 11.0 µm
  • Post-Route WL: 5.40 mm

Global routing
  • Overflow after GRT: 0
  • GR Util All Layers: 0.0814
  • First-pass GRT wire length: 9.07 mm
  • Largest net degree at the start of global routing: 7
  • Vias in the first global route: 2075
  • Initial antenna violation count: 0

Place
  • Final HPWL DP: 5.14 mm
  • Port Buffers: 97
  • Placer Congestion: 0.798

Setup path
  • CP arrival: 5470 ps
  • Worst setup SP type: input pin
  • CP Capture Type: primary output
  • Critical Path RT: 8400 ps
  • Classification of the worst setup path: in -> out
  • Crit-path max FO: 4

Job
  • Log Warnings: 71
  • Max-cap violations: 0
power groups by stage:
stage	clock network [W]	registers [W]	logic (W)
after CTS	0	0	0.000170
after global routing	0	0	0.000186
final	0	0	0.000164
worst max path at each step:
stage,startpoint,endpoint,slack [ps]
final,a[4],sum[21],2930
after CTS,a[4],sum[21],2850
after global routing,a[4],sum[21],2700
final cells by class:
class,instances,area share
inverters,95,0.110
multi-input cells,196,0.549
well taps,105,0.0407
repair buffers,97,0.300
metrics by stage:
step           area [µm²]  instances  power, W  worst slack [ps]
2_1_floorplan        2370        323  0.000106              4130
3_3_place_gp         3230        493  0.000167              2930
3_5_place_dp         3230        493  0.000168              2860
4_1_cts              3230        493  0.000170              2850
5_1_grt              3230        493  0.000186              2700
6_report             3230        493  0.000164              2930
per-layer routing:
| metal | track usage | up-vias | wire [µm] |
|---|---|---|---|
| li1 | - | 1110 | - |
| met4 | 0 | 0 | 0 |
| met3 | 0.0228 | 0 | 405 |
| met5 | 0 | - | 0 |
| met2 | 0.145 | 52 | 2570 |
| met1 | 0.101 | 913 | 2420 |
worst max-delay path: stages:
cell and delay (ps):
clkdlybuf4s50_1 480, inv_1 80, ha_1 210, or4_1 540
a31oi_1 300, o21ai_0 160, a21boi_1 330, or2_2 190
a21oi_1 80, fa_1 380, xnor2_1 150, clkdlybuf4s50_1 480
cell families after synthesis:
logic type      Yosys count  synth area share
compound gates           53             0.158
xor+xnor                 22            0.0813
fa+ha+maj                70             0.395
buf+inv                 127             0.252
simple gates             51             0.114
Yosys cell counts, types with 2 or more instances:
cell and count:
a21o_1 2, a21oi_1 19, a221oi_1 2, a31oi_1 2
buf_4 32, fa_1 8, ha_1 62, inv_1 95
nand2_1 8, nand2b_1 3, nand3_1 3, nor2_1 14
nor2b_1 5, nor3_1 4, nor4_1 3, o211ai_1 3
o21ai_0 4, o21bai_1 4, o31ai_1 3, or2_2 2
or4_1 2, xnor2_1 16, xor2_1 6
No activity file was given, so power comes from the tool's default toggle rates.
