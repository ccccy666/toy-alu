[./config.mk]
export PLATFORM = sky130hd
export DESIGN_NAME = float_adder
export DESIGN_NICKNAME = float_adder
export VERILOG_FILES = /design/flow/design.v
export SDC_FILE = /design/flow/constraint.sdc
export NUM_CORES = 4
export LEC_CHECK = 1
export CORE_UTILIZATION = 50
[./constraint.sdc]
current_design float_adder

set clk_period 1.0
set clk_io_pct 0.2

create_clock -name clk0 -period $clk_period [get_ports {clk}]

set non_clock_inputs [all_inputs -no_clocks]
set_input_delay [expr $clk_period * $clk_io_pct] -clock clk0 $non_clock_inputs
set_output_delay [expr $clk_period * $clk_io_pct] -clock clk0 [all_outputs]
[./design.v]
module float_adder 
(
    input clk,
    input rst,
    input [31:0] x,
    input [31:0] y,
    output reg [31:0] z,
    output reg [1:0] overflow 
);
    reg [24:0] m_x,m_y,m_z; 
    reg [7:0] e_x,e_y,e_z; 
    reg [2:0] state_now,state_next;
    reg sign_x,sign_y,sign_z;
    reg [24:0] out_x,out_y,mid_y,mid_x; 
    reg [7:0] move_tot; 
    reg [2:0] bigger; 
    always @(posedge clk) begin
        if(!rst)begin
            state_now<=3'b000;
        end
        else begin
            state_now<=state_next;
        end
    end
    always @(state_now,state_next,e_x,e_y,e_z,m_x,m_y,m_z,out_x,out_y,mid_x,mid_y) begin
        case(state_now)
            3'b000:begin 
                bigger<=2'b0;
                e_x<=x[30:23];
                e_y<=y[30:23];
                m_x<={1'b0,1'b1,x[22:0]}; 
                m_y<={1'b0,1'b1,y[22:0]};
                out_x<=25'b0;
                out_y<=25'b0;
                mid_y<={24'b0,1'b1};
                mid_x<={24'b0,1'b1};
                move_tot<=8'b0;
                if((e_x==8'd255&&m_x[22:0]!=0)||(e_y==8'd255&&m_y[22:0]!=0))begin
                    overflow<=2'b11;    
                    sign_z<=1'b1;
                    e_z<=8'b11111111;
                    m_z<=23'b11111111111111111111111;
                    state_next<=3'b101;
                end 
                else if((e_x==8'd255&&m_x[22:0]==0)||(e_y==8'd255&&m_y[22:0]==0))begin
                    overflow<=2'b11;    
                    sign_z<=1'b0;
                    e_z<=8'b11111111;
                    m_z<=23'b0;
                    state_next<=3'b101;
                end
                else begin
                    overflow<=2'b0;
                    state_next<=3'b001; 
                end
            end
            3'b001:begin
                if(m_x[22:0]==23'b0&&e_x==8'b0)begin
                    sign_z<=y[31];
                    e_z<=e_y;
                    m_z<=m_y;
                    state_next<=3'b101;
                end
                else if(m_y[22:0]==23'b0&&e_y==8'b0)begin
                    sign_z<=x[31];
                    e_z<=e_x;
                    m_z<=m_x;
                    state_next<=3'b101;
                end
                else begin
                    state_next<=3'b010; 
                end
                if(m_x[22:0]!=23'b0&&e_x==8'b0)begin
                    m_x<={1'b0,1'b0,x[22:0]}; 
                end
                if(m_y[22:0]!=23'b0&&e_y==8'b0)begin
                    m_y<={1'b0,1'b0,y[22:0]};
                end
            end
            3'b010:begin
                if(e_x==e_y)begin 
                    if(bigger==2'b00)begin
                        state_next<=3'b011; 
                    end
                    else if(bigger==2'b10)begin
                        if(out_y>mid_y)begin
                            m_y<=m_y+1'b1;
                        end
                        else if(out_y<mid_y)begin
                            m_y<=m_y;
                        end
                        else if(out_y==mid_y)begin
                            if(m_y[0]==1)begin
                                m_y<=m_y+1'b1;
                            end
                            else begin
                                m_y<=m_y;
                            end
                        end    
                        state_next<=3'b011;
                    end
                    else if(bigger==2'b01)begin
                        if(out_x>mid_x)begin
                            m_x<=m_x+1'b1;
                        end
                        else if(out_x<mid_x)begin
                            m_x<=m_x;
                        end
                        else if(out_x==mid_x)begin
                            if(m_x[0]==1)begin
                                m_x<=m_x+1'b1;
                            end
                            else begin
                                m_x<=m_x;
                            end
                        end     
                        state_next<=3'b011;
                    end
                end
                else begin
                    if(e_x>e_y)begin
                        bigger<=2'b01;
                        e_y<=e_y+1'b1;
                        m_y[23:0]<={1'b0,m_y[23:1]}; 
                        out_y[move_tot]<=m_y[0];
                        mid_y={mid_y[23:0],mid_y[24]};
                        move_tot<=move_tot+1'b1;
                        if(m_y==24'b0)begin 
                            sign_z<=sign_x;
                            e_z<=e_x;
                            m_z<=m_x;
                            state_next<=3'b101;
                        end
                        else begin
                            state_next<=3'b010;
                        end
                    end
                    else begin
                        bigger<=2'b10;
                        e_x<=e_x+1'b1;
                        m_x[23:0]<={1'b0,m_x[23:1]};
                        out_x[move_tot]<=m_x[0];
                        mid_x={mid_x[23:0],mid_x[24]};
                        move_tot<=move_tot+1'b1;
                        if(m_x==24'b0)begin
                            sign_z<=sign_y;
                            e_z<=e_y;
                            m_z<=m_y;
                            state_next<=3'b101;
                        end
                        else begin
                            state_next<=3'b010;
                        end
                    end
                end
            end
            3'b011:begin
                if(x[31]^y[31]==1'b0)begin 
                    e_z<=e_x;
                    sign_z<=x[31];
                    m_z<=m_x+m_y;
                    state_next<=3'b100;
                end
                else begin
                    if(m_x>m_y)begin
                        e_z<=e_x;
                        sign_z<=x[31];
                        m_z<=m_x-m_y;
                        state_next<=3'b100;
                    end
                    else if(m_x<m_y)begin
                        e_z<=e_x;
                        sign_z<=y[31];
                        m_z<=m_y-m_x;
                        state_next<=3'b100;
                    end
                    else begin
                        e_z<=e_x;
                        m_z<=23'b0;
                        state_next<=3'b101; 
                    end
                end
            end
            3'b100:begin
                if(m_z[24]==1'b1)begin 
                    m_z<={1'b0,m_z[24:1]};
                    e_z<=e_z+1'b1;
                    state_next<=3'b101;
                end
                else begin
                    if(m_z[23]==1'b0&&e_z>=1)begin 
                        m_z<={m_z[23:0],1'b0};
                        e_z<=e_z-1'b1;
                        state_next<=3'b100;
                    end
                    else begin
                        state_next<=3'b101;
                    end
                end
            end
            3'b101:begin
                z={sign_z,e_z[7:0],m_z[22:0]};
                if(overflow)begin
                    overflow<=overflow;
                    state_next<=3'b000;
                end
                else if(e_z==8'd255)begin
                    overflow<=2'b01;
                    state_next<=3'b000;
                end
                else if(e_z==8'd0&&m_z[22:0]!=23'b0)begin
                    overflow<=2'b10;
                    state_next<=3'b000;
                end
                else begin
                    overflow<=2'b00;
		            state_next<=3'b000;
                end 
            end
            default:begin
                state_next<=3'b000;
            end
        endcase
    end
endmodule
[./run.sh]
#!/bin/bash
# OpenROAD 26Q1-2900-gdf79404cd8, Yosys 0.63+post, stock flow scripts
make -C /OpenROAD-flow-scripts/flow DESIGN_CONFIG=/design/flow/config.mk WORK_HOME=/design/flow/orfs finish
==> out/metrics.yaml <==
first_global_vias: 12700
numCtsBuffers: 3
cts.clk_slew.worst_paths_ns: 0.03
cts.hold.buffers_added: 0
num_antenna_cells: 0
relSlewSlack_pct: 39.9
wl_mm: 48.3
fp-utilization_pct: 51.3
untimed_endpoints: 281
ys_warn_count: 1413
fin_cells: 2373
crit_family: "buffers and inverters"
syn-instance-count: 1978
cp.depth: 2
crit_type: "in -> reg"
syn_to_final_growth_pct: 8.79
yosys.area.top_type: "dlxtn_1"
ff_type: "dlxtn_1"
fill_cells: 2675
coreArea_sq_um: 28100
path_buffers: 1
vias: 14400
unclocked_regs: 247
vdd_ir_drop_max_mv: 0.369
post_cts_resize_count: 0
critical_path.max_stage_delay_ns: 0.43
die-area_sq_um: 29500
cp_cell_sequence: "clkdlybuf4s50_1, and2_1"
grt_max_degree: 95
area_leaders: "dlxtn_1 (26%), ha_1 (13%), o21ai_0 (5.6%)"
synth.distinct_cells: 82
viasPerCell: 6.05
yosys_cells: 1978
timing.fmax_ghz: 1.45
p_leak_nw: 6.98
warnings: 84
hp-start: "rst"
dp_hpwl_mm: 38.2
clockBufferDepth: 2
timing.final.crit_share_pct: 69.1
place_inst: 2369
synth-edff-count: 0
synth.most_common_cell: "dlxtn_1"
hold_path_class: "in -> reg"
drt_iter0_drc: 1452
cp_max_fo: 3
hold_violations: 0
drtPass1Iterations: 5
ys_top_cells_by_count: "dlxtn_1 (247), nand2_1 (200), nor2_1 (183), o21ai_0 (161), ha_1 (147)"
startpoint_type: "input pin"
hold_depth: 2
tns_ns: 0
place_congestion: 1.01
io_pins: 100
tightest_slew_ns: 0.898
synth_area_sq_um: 14400
crit_path_end_kind: "flop"
postSynthAreaPerCell_sq_um: 7.29
maxSlewViolCount: 0
p_per_area_nw_per_um2: 243
cts_root_buf: "clkbuf_16"
top_area_share_pct: 25.7
synthArstFlopShare_pct: 0
grt_setup_unrepaired: "false"
antenna_found_initial: 1
wire_per_inst_um: 20.4
portBuffers: 99
htree_levels: 1
die_x_um: 172
cts_setup_buffers: 0
drv_cap: 0
period_minus_slack_ns: 0.691
startpoint: "rst"
grt_overflow_total: 0
grt_pass1_wl_mm: 74.8
ys_seq_elements: 250
p_total_mw: 3.82
drc: 0
critPathRequiredTime_ns: 1.11
ys_chip_area_sq_um: 14400
drive_gt1_share_pct: 2.96
postRouteAntennaNets: 0
setup_violations: 0
track_usage_pct: 34.1
rows: 61
die_y_um: 172
cp_slowest_cell: "clkdlybuf4s50_1"
status: "complete, no violations"
cts_tree: "built"
cp_data_arrival_time_ns: 0.80
sequential cells by signal, summed over array words and instances (netlist names):
signal and count:
out_x 25, state_now 3, sign_z 1, e_x 8, state_next 3, e_z 8
overflow 2, mid_x 25, m_y 25, mid_y 25, z 32, m_z 25
e_y 8, m_x 25, bigger 2, move_tot 8, out_y 25
layout make-up:
class                           count  area (sq um)  share of cell area [%]
Clock buffer                        4          78.8                   0.503
Inverter                          139           522                    3.33
Multi-Input combinational cell   1477          9650                    61.6
Sequential cell                   250          3770                    24.0
Tap cell                          378           473                    3.02
Timing Repair Buffer              125          1190                    7.56
path summary, 6_finish.rpt:
check	endpoint	slack, ns
max	state_now[2]	0.31
min	state_now[1]	0.61
cell usage in the layout (no fill, tap or decap), drive strengths merged, types with 9 or more instances in the layout:
master / instances
and2: 14
clkdlybuf4s50: 99
a21o: 38
ha: 147
nor3: 36
a221oi: 24
nand2b: 32
nor2b: 18
o21ai: 168
o21a: 14
buf: 26
o21bai: 15
o221ai: 12
a21oi: 136
a211oi: 12
inv: 139
nand3: 56
mux2i: 25
nor2: 183
a221o: 25
and3: 24
xor2: 21
or2: 9
nand2: 200
nand4: 41
o31ai: 10
o211ai: 16
dlxtn: 247
a31oi: 11
nor4: 26
xnor2: 72
through the flow:
step	area, sq um	hold WS, ns	worst slack (ns)	utilization (%)
2_1_floorplan	14400	0.322	0.560	-
3_3_place_gp	15600	0.824	0.100	55.6
3_5_place_dp	15600	0.826	0.0932	55.6
4_1_cts	15700	0.604	0.312	55.8
5_1_grt	15700	0.616	0.302	55.8
6_report	15700	0.608	0.309	55.8
cell families (layout without fill, tap and decap cells):
family / after synthesis / count (layout) / share of synthesized area (%)
simple gates: 668 / 668 / 22.0
compound gates: 540 / 540 / 24.2
buf+inv: 251 / 268 / 7.03
latches: 247 / 247 / 25.7
fa+ha+maj: 150 / 150 / 13.2
xor+xnor: 93 / 93 / 5.65
mux: 26 / 26 / 1.81
flops: 3 / 3 / 0.417
where the power goes:
group | leakage (nW) | switching [mW] | internal, mW
combinational | 4.98 | 1.35 | 1.01
sequential | 1.96 | 0.257 | 0.570
clock | 0.0382 | 0.104 | 0.526
per-layer routing:
metal | wire (um) | global-route usage, %
met3 | 4980 | 5.88
met4 | 822 | 5.04
met5 | 9 | 0
met1 | 23300 | 56.7
met2 | 19300 | 46.7
Power is estimated from default activity; no workload was simulated.
